===== /design/flow/run.sh =====
#!/bin/bash
# OpenROAD 26Q1-2900-gdf79404cd8, Yosys 0.63+post, stock flow scripts
make -C /OpenROAD-flow-scripts/flow DESIGN_CONFIG=/design/flow/config.mk WORK_HOME=/design/flow/orfs finish

===== /design/flow/config.mk =====
export PLATFORM = sky130hd
export DESIGN_NAME = INT_DECODER
export DESIGN_NICKNAME = INT_DECODER
export VERILOG_FILES = /design/flow/design.v
export SDC_FILE = /design/flow/constraint.sdc
export NUM_CORES = 4
export LEC_CHECK = 1
export CORE_AREA = 10 10 70 70
export DIE_AREA = 0 0 80 80

===== /design/flow/constraint.sdc =====
current_design INT_DECODER

set clk_period 2.7
set clk_io_pct 0.2

create_clock -name clk0 -period $clk_period

set non_clock_inputs [all_inputs -no_clocks]
set_input_delay [expr $clk_period * $clk_io_pct] -clock clk0 $non_clock_inputs
set_output_delay [expr $clk_period * $clk_io_pct] -clock clk0 [all_outputs]

===== /design/flow/design.v =====
`timescale 1ns / 1ps  
module INT_DECODER(  
   input br_eq,   
   input br_lt,   
   input br_ltu,  
   input [6:0] opcode,    
   input func7,           
   input [2:0] func3,     
   input int_taken,   
   output logic [3:0] ALU_FUN,  
   output logic [2:0] PC_SEL,  
   output logic [1:0] srcA_SEL,  
   output logic [2:0] srcB_SEL,   
   output logic [1:0] RF_SEL   
);  
   typedef enum logic [6:0] {  
        LUI    = 7'b0110111,  
        AUIPC  = 7'b0010111,  
        JAL    = 7'b1101111,  
        JALR   = 7'b1100111,  
        BRANCH = 7'b1100011,  
        LOAD   = 7'b0000011,  
        STORE  = 7'b0100011,  
        OP_IMM = 7'b0010011,  
        OP_RG3 = 7'b0110011,
        SYS    = 7'b1110011  
   } opcode_t;  
   opcode_t OPCODE;  
   assign OPCODE = opcode_t'(opcode);  
   typedef enum logic [2:0] {  
        BEQ = 3'b000,  
        BNE = 3'b001,  
        BLT = 3'b100,  
        BGE = 3'b101,  
        BLTU = 3'b110,  
        BGEU = 3'b111  
   } func3_t;      
   func3_t FUNC3;  
   assign FUNC3 = func3_t'(func3);  
   always_comb begin   
      PC_SEL = 3'b000; 
      srcB_SEL = 3'b000; 
      RF_SEL = 2'b00;   
      srcA_SEL = 2'b00; 
      ALU_FUN  = 4'b0000;  
      case(OPCODE)  
      AUIPC: begin 
            srcA_SEL = 2'b01; 
            srcB_SEL = 3'b011; 
            ALU_FUN = 4'h0; 
            RF_SEL = 2'b11; 
            PC_SEL = 3'b000; 
      end 
      LUI: begin  
            ALU_FUN = 4'h9;  
            srcA_SEL = 2'b01;  
            srcB_SEL = 3'b000;  
            RF_SEL = 2'b11;  
            PC_SEL = 3'b000;  
         end  
      JAL: begin  
            RF_SEL = 2'b00;  
            PC_SEL = 3'b011;  
      end  
      LOAD:  
         begin  
            ALU_FUN = 4'h0;  
            srcA_SEL = 2'b00;     
            srcB_SEL = 3'b001;    
            RF_SEL = 2'b10;  
            PC_SEL = 3'b000;  
         end  
      STORE:  
         begin  
            PC_SEL = 3'b000;  
            RF_SEL = 2'b11;   
            ALU_FUN = 4'h0;   
            srcA_SEL = 2'b00;  
            srcB_SEL = 3'b010;  
         end  
      JALR: begin  
            PC_SEL = 3'b001;  
            RF_SEL = 2'b00;  
         end  
      BRANCH: begin 
         PC_SEL = 3'b000; 
         RF_SEL = 2'b00; 
         case(func3) 
            BEQ: if (br_eq == 1) PC_SEL = 3'b010; 
            BNE: if (br_eq == 0) PC_SEL = 3'b010; 
            BLT: if (br_lt == 1) PC_SEL = 3'b010; 
            BGE: if (br_lt == 0) PC_SEL = 3'b010; 
            BLTU: if (br_ltu == 1) PC_SEL = 3'b010; 
            BGEU: if (br_ltu == 0) PC_SEL = 3'b010; 
            default: PC_SEL = 3'b000; 
         endcase 
         end 
      OP_IMM: begin  
            case(FUNC3)  
               3'b000: begin  
                  ALU_FUN = 4'b0000; 
                  srcA_SEL = 2'b00; 
                  srcB_SEL = 3'b001; 
                  RF_SEL = 2'b11; 
                  PC_SEL = 3'b000;  
               end  
               3'b010: begin  
                  ALU_FUN = 4'b0010; 
                  srcA_SEL = 2'b00; 
                  srcB_SEL = 3'b001; 
                  RF_SEL = 2'b11; 
                  PC_SEL = 3'b000;  
               end  
               3'b011: begin  
                  ALU_FUN = 4'b0011; 
                  srcA_SEL = 2'b00; 
                  srcB_SEL = 3'b001; 
                  RF_SEL = 2'b11; 
                  PC_SEL = 3'b000;  
               end  
               3'b110: begin  
                  ALU_FUN = 4'b0110; 
                  srcA_SEL = 2'b00; 
                  srcB_SEL = 3'b001; 
                  RF_SEL = 2'b11; 
                  PC_SEL = 3'b000;  
               end  
               3'b100: begin  
                  ALU_FUN = 4'b0100; 
                  srcA_SEL = 2'b00; 
                  srcB_SEL = 3'b001; 
                  RF_SEL = 2'b11; 
                  PC_SEL = 3'b000;  
               end  
               3'b111: begin  
                  ALU_FUN = 4'b0111; 
                  srcA_SEL = 2'b00; 
                  srcB_SEL = 3'b001; 
                  RF_SEL = 2'b11; 
                  PC_SEL = 3'b000;  
               end  
               3'b001: begin  
                  ALU_FUN = 4'b0001; 
                  srcA_SEL = 2'b00; 
                  srcB_SEL = 3'b001; 
                  RF_SEL = 2'b11; 
                  PC_SEL = 3'b000;  
               end  
               3'b101: begin  
                  if (func7 == 0) begin  
                     ALU_FUN = 4'b0101; 
                     srcA_SEL = 2'b00; 
                     srcB_SEL = 3'b001; 
                     RF_SEL = 2'b11; 
                     PC_SEL = 3'b000;  
                  end else begin  
                     ALU_FUN = 4'b1000; 
                     srcA_SEL = 2'b00; 
                     srcB_SEL = 3'b001; 
                     RF_SEL = 2'b11; 
                     PC_SEL = 3'b000;  
                  end  
               end  
               default: begin  
                  PC_SEL = 3'b000; 
                  srcB_SEL = 3'b000; 
                  RF_SEL = 2'b00; 
                  srcA_SEL = 2'b00; 
                  ALU_FUN  = 4'b0000;  
               end  
            endcase  
         end  
      OP_RG3: begin  
         case(FUNC3)  
            3'b000: begin  
               if (func7 == 0) begin  
                  ALU_FUN = 4'b0000; 
                  srcA_SEL = 2'b00; 
                  srcB_SEL = 3'b000; 
                  RF_SEL = 2'b11; 
                  PC_SEL = 3'b000;  
               end else begin  
                  ALU_FUN = 4'b1000; 
                  srcA_SEL = 2'b00; 
                  srcB_SEL = 3'b000; 
                  RF_SEL = 2'b11; 
                  PC_SEL = 3'b000;  
               end  
            end  
            3'b010: begin  
               ALU_FUN = 4'b0010; 
               srcA_SEL = 2'b00; 
               srcB_SEL = 3'b000; 
               RF_SEL = 2'b11; 
               PC_SEL = 3'b000;  
            end  
            3'b011: begin  
               ALU_FUN = 4'b0011; 
               srcA_SEL = 2'b00; 
               srcB_SEL = 3'b000; 
               RF_SEL = 2'b11; 
               PC_SEL = 3'b000;  
            end  
            3'b110: begin  
               ALU_FUN = 4'b0110; 
               srcA_SEL = 2'b00; 
               srcB_SEL = 3'b000; 
               RF_SEL = 2'b11; 
               PC_SEL = 3'b000;  
            end  
            3'b111: begin  
               ALU_FUN = 4'b0111; 
               srcA_SEL = 2'b00; 
               srcB_SEL = 3'b000; 
               RF_SEL = 2'b11; 
               PC_SEL = 3'b000;  
            end  
            3'b100: begin  
               ALU_FUN = 4'b0100; 
               srcA_SEL = 2'b00; 
               srcB_SEL = 3'b000; 
               RF_SEL = 2'b11; 
               PC_SEL = 3'b000;  
            end  
            3'b001: begin  
               ALU_FUN = 4'b0001; 
               srcA_SEL = 2'b00; 
               srcB_SEL = 3'b000; 
               RF_SEL = 2'b11; 
               PC_SEL = 3'b000;  
            end  
            3'b101: begin  
               if (func7 == 0) begin  
                  ALU_FUN = 4'b0101; 
                  srcA_SEL = 2'b00; 
                  srcB_SEL = 3'b000; 
                  RF_SEL = 2'b11; 
                  PC_SEL = 3'b000;  
               end else begin  
                  ALU_FUN = 4'b1000; 
                  srcA_SEL = 2'b00; 
                  srcB_SEL = 3'b000; 
                  RF_SEL = 2'b11; 
                  PC_SEL = 3'b000;  
               end  
            end  
            default: begin  
               PC_SEL = 3'b000; 
               srcB_SEL = 3'b000; 
               RF_SEL = 2'b00; 
               srcA_SEL = 2'b00; 
               ALU_FUN  = 4'b0000;  
            end  
         endcase  
      end
     SYS: begin  
         case(FUNC3)  
            3'b000: begin    
            PC_SEL = 3'b101;  
         end 
            3'b001: begin    
            PC_SEL = 3'b000 ;
            RF_SEL = 2'b01;
         end
            3'b010: begin    
            PC_SEL = 3'b000;
            srcB_SEL = 3'b100;
            srcA_SEL = 2'b00;
            ALU_FUN = 4'b0110;
            RF_SEL = 2'b10;
        end
            3'b011: begin    
            PC_SEL = 3'b000;
            srcB_SEL = 3'b100;
            srcA_SEL = 2'b10;
            ALU_FUN = 4'b0111;
            RF_SEL = 2'b10;
        end
     endcase
     end
      default: begin  
         PC_SEL = 3'b000; 
         srcB_SEL = 3'b000; 
         RF_SEL = 2'b00; 
         srcA_SEL = 2'b00; 
         ALU_FUN  = 4'b0000;  
      end  
      endcase 
    end  
endmodule

==> impl_metrics.env <==
# source this file to load flow results
export IMPL_netlist_area_um2=327
export IMPL_dp_hpwl_um=1240
export IMPL_ys_warn_count=1
export IMPL_mostFrequentLayoutCells="clkdlybuf4s50_1, buf_4, nand2_1, dlygate4sd2_1"
export IMPL_endpoint_kind="output port"
export IMPL_drtAntennaViolNets=0
export IMPL_grt_pass1_wl_um=2260
export IMPL_layout_top_cell="clkdlybuf4s50_1"
export IMPL_hold_viol=0
export IMPL_coreArea_um2=3420
export IMPL_die_x_um=80
export IMPL_crit_fanout=5
export IMPL_crit_arrival_ns=2.11
export IMPL_openroad_warnings=33
export IMPL_worst_path_max_delay_cell="or4_4"
export IMPL_placed_area_um2=746
export IMPL_final_core_util_pct=23.1
export IMPL_drive_gt1_share_pct=31.1
export IMPL_wire_per_inst_um=10.4
export IMPL_holdPathStages=5
export IMPL_hp_class="in -> out"
export IMPL_die_h_um=80
export IMPL_start_kind="input pin"
export IMPL_fin_setup_tns_ns=0
export IMPL_wl_um=1420
export IMPL_n_antenna_cell=0
export IMPL_rsz0062_at_grt="false"
export IMPL_slew_headroom_pct=83.2
export IMPL_grt_pass1_vias=507
export IMPL_setup_ws_ns=0.0471
export IMPL_ys_types=32
export IMPL_grt_max_degree=9
export IMPL_num_rows=21
export IMPL_instances_no_fill=136
export IMPL_timing_fmax_mhz=377
export IMPL_hold_buffers=0
export IMPL_overflow=0
export IMPL_synth_cells=49
export IMPL_die_area_um2=6400
export IMPL_n_fill_cell=396
export IMPL_antenna_found_initial=0
export IMPL_crit_buf_inv=2
export IMPL_crit_type="in -> out"
export IMPL_cp_top_family="buffers and inverters"
export IMPL_hold_start="opcode[5]"
export IMPL_routed_via_density=3.63
export IMPL_period_used_pct=98.3
export IMPL_first_pass_iters=4
export IMPL_io_pins=29
export IMPL_leakagePower_nw=0.369
export IMPL_portBuffers=28
export IMPL_powerDensity_nw_per_um2=79.4
export IMPL_max_slew_worst_pin_slew_ns=0.252
export IMPL_ys_seq_share_pct=0
export IMPL_yosysCellCount=49
export IMPL_ir_worst_vdd_mv=0.0266
export IMPL_syn2layout_area_growth_pct=141
export IMPL_fin_crit_ns=2.65
export IMPL_nClkBuffers=0
export IMPL_slew_violations=0
export IMPL_path_cells="dlygate4sd2_1 > nand2_1 > or4_4 > a22oi_2 > clkdlybuf4s50_1"
export IMPL_pre_cts_ws_ns=-0.249
export IMPL_post_place_cells=133
export IMPL_grt_usage_pct=4.18
export IMPL_first_iter_violations=28
export IMPL_drc=0
export IMPL_hold_path_endpoint="ALU_FUN[0]"
export IMPL_gp_congestion=0.772
export IMPL_maxCapViolCount=0
export IMPL_worstPathRequired_ns=2.16
export IMPL_status="finished, final reports clean"
export IMPL_fp_util_pct=9.56
export IMPL_critPathMaxStageDelay_ns=0.53
export IMPL_yosys_area_um2=327
export IMPL_final_area_um2=788
export IMPL_regArea_um2=0
export IMPL_ff_count=0
export IMPL_setup_violations_final=0
export IMPL_dr_total_vias=493
export IMPL_avgSynthCellArea_um2=6.66
[where the power goes]
| group | switching (mW) | internal [mW] | total (mW) |
|---|---|---|---|
| Combinational | 0.0262 | 0.0364 | 0.0626 |
| Clock | 0 | 0 | 0 |
| Sequential | 0 | 0 | 0 |
| Total | 0.0262 | 0.0364 | 0.0626 |
[worst max path at each step]
stage / end / from / depth (start not counted)
after CTS: ALU_FUN[3] / opcode[2] / 6
after global routing: RF_SEL[1] / opcode[4] / 5
final: RF_SEL[1] / opcode[1] / 5
[synth_stat cells, types with 2 or more instances]
cell type  instances  area share, %
xnor2_1            2            5.4
nor3_1             2            3.1
nand2_1           10             11
nand3_1            3            4.6
nor2_1             3            3.4
nand4_1            3            5.7
[per-layer routing]
metal | GRT usage, % | part of all wire [%]
met3 | 2.27 | 14
met5 | 0 | 0
met2 | 6.58 | 41
met1 | 5.23 | 44
met4 | 0 | 0
[cell families (layout without fill, tap and decap cells)]
group                  after synthesis  count (layout)  synth area share, %
AND-OR/OR-AND                        6               6                 11.9
multiplexers                         1               1                 3.07
buffers and inverters                5              46                 6.51
XOR/XNOR                             2               2                 5.36
AND/OR/NAND/NOR                     35              35                 73.2
[through the flow]
step / hold slack, ns / total power [mW]
3_5_place_dp: 2.14 / 0.0642
4_1_cts: 1.74 / 0.0632
3_3_place_gp: 2.14 / 0.0639
6_report: 1.69 / 0.0626
5_1_grt: 1.76 / 0.0680
2_1_floorplan: 1.09 / 0.0201
[timing repair]
action / CTS / global route
pin swaps: 6 / 7
endpoints found under the setup margin: 14 / 7
buffers inserted: 2 / 1
gates resized: 17 / 4
endpoints found under the hold margin: 0 / 0
[cell type report]
class | instances | area, µm² | share of cell area (%)
inverter | 3 | 12.5 | 1.59
multi-input combinational | 44 | 330 | 41.9
tap | 46 | 57.6 | 7.30
timing repair buffer | 43 | 388 | 49.2
No activity file was given, so power comes from the tool's default toggle rates.
